`flow/config.mk`:
```
export PLATFORM = sky130hd
export DESIGN_NAME = musicbox
export DESIGN_NICKNAME = musicbox
export VERILOG_FILES = /design/flow/design.v
export SDC_FILE = /design/flow/constraint.sdc
export NUM_CORES = 4
export LEC_CHECK = 1
export CORE_UTILIZATION = 40
```
`flow/constraint.sdc`:
```
current_design musicbox

set clk_period 1.5
set clk_io_pct 0.2

create_clock -name clk0 -period $clk_period [get_ports {CLOCK_50}]

set non_clock_inputs [all_inputs -no_clocks]
set_input_delay [expr $clk_period * $clk_io_pct] -clock clk0 $non_clock_inputs
set_output_delay [expr $clk_period * $clk_io_pct] -clock clk0 [all_outputs]
```
`flow/design.v`:
```
module music_ROM(
  input clk,
  input [7:0] address,
  output reg [7:0] note
);
always @(posedge clk)
  case(address)
    0, 1: note <= 8'd27;  
    2: note <= 8'd29;  
    3: note <= 8'd27;  
    4: note <= 8'd32;  
    5: note <= 8'd31;  
    6: note <= 8'd0;
    7, 8: note <= 8'd27;  
    9: note <= 8'd29;  
    10: note <= 8'd27;  
    11: note <= 8'd34;  
    12: note <= 8'd32;  
    13: note <= 8'd0;
    14, 15: note <= 8'd27;  
    16: note <= 8'd39;  
    17: note <= 8'd24;  
    18: note <= 8'd32;  
    19: note <= 8'd31;  
    20: note <= 8'd29;  
    21: note <= 8'd0;
    22, 23: note <= 8'd39;  
    24: note <= 8'd24;  
    25: note <= 8'd32;  
    26: note <= 8'd34;  
    27: note <= 8'd32;  
    default: note <= 8'd0;
  endcase
endmodule
module divide_by12(numer, quotient, remain);
  input [5:0] numer;
  output [2:0] quotient;
  output [3:0] remain;
  reg [2:0] quotient;
  reg [3:0] remain_bit3_bit2;
  assign remain = {remain_bit3_bit2, numer[1:0]};  
  always @(numer[5:2])  
    case(numer[5:2])
      0: begin quotient=0; remain_bit3_bit2=0; end
      1: begin quotient=0; remain_bit3_bit2=1; end
      2: begin quotient=0; remain_bit3_bit2=2; end
      3: begin quotient=1; remain_bit3_bit2=0; end
      4: begin quotient=1; remain_bit3_bit2=1; end
      5: begin quotient=1; remain_bit3_bit2=2; end
      6: begin quotient=2; remain_bit3_bit2=0; end
      7: begin quotient=2; remain_bit3_bit2=1; end
      8: begin quotient=2; remain_bit3_bit2=2; end
      9: begin quotient=3; remain_bit3_bit2=0; end
      10: begin quotient=3; remain_bit3_bit2=1; end
      11: begin quotient=3; remain_bit3_bit2=2; end
      12: begin quotient=4; remain_bit3_bit2=0; end
      13: begin quotient=4; remain_bit3_bit2=1; end
      14: begin quotient=4; remain_bit3_bit2=2; end
      15: begin quotient=5; remain_bit3_bit2=0; end
    endcase
endmodule
module musicbox(
  input CLOCK_50,
  output SPEAKER
);
  reg clk;
  always @(posedge CLOCK_50) clk <= ~clk;
  reg  [32-1:0] tone;
  always @(posedge clk) tone <= tone+1;
  wire [7:0] fullnote;
  music_ROM ROM(.clk(clk), .address(tone[27:23]), .note(fullnote));
  wire [2:0] octave;
  wire [3:0] note;
  divide_by12 divby12(.numer(fullnote[5:0]), .quotient(octave), .remain(note));
  reg [8:0] clk_50divider;
  always @(note)
    case(note)
      0: clk_50divider = 512-1;  
      1: clk_50divider = 483-1;  
      2: clk_50divider = 456-1;  
      3: clk_50divider = 431-1;  
      4: clk_50divider = 406-1;  
      5: clk_50divider = 384-1;  
      6: clk_50divider = 362-1;  
      7: clk_50divider = 342-1;  
      8: clk_50divider = 323-1;  
      9: clk_50divider = 304-1;  
      10: clk_50divider = 287-1;  
      11: clk_50divider = 271-1;  
      default: clk_50divider = 0;  
    endcase
  reg [8:0] counter_note;
  always @(posedge clk) if (counter_note == 0) counter_note <= clk_50divider; else counter_note <= counter_note - 1;
  reg [7:0] counter_octave;
  always @(posedge clk)
  if (counter_note == 0)
  begin
    if (counter_octave == 0)
      counter_octave <= (octave == 0 ? 255:octave == 1 ? 127:octave == 2 ? 63:octave == 3 ? 31:octave == 4 ? 15:7);
    else
      counter_octave <= counter_octave - 1;
  end
  reg speaker;
  assign SPEAKER = speaker;
  always @(posedge clk) if (fullnote != 0 && counter_note == 0 && counter_octave == 0) speaker <= ~speaker; 
endmodule
```
`flow/run.sh`:
```
#!/bin/bash
# OpenROAD 26Q1-2900-gdf79404cd8, Yosys 0.63+post, stock flow scripts
make -C /OpenROAD-flow-scripts/flow DESIGN_CONFIG=/design/flow/config.mk WORK_HOME=/design/flow/orfs finish
```
==> out/results.md <==
| Metric | Reported | Unit |
|:---|:---|:---|
| Outcome | completed | - |
| Floorplan core area | 6870 | sq um |
| Final setup margin | 1.05 | ns |
| # rows | 30 | - |
| Setup TNS | 0 | ns |
| Sequential cell area | 1130 | sq um |
| Worst path buffer plus inverter count | 1 | - |
| Area enclosed by the die boundary | 7510 | sq um |
| Total antenna diodes in the routed design | 0 | - |
| Clock-pin slew of the registers on the worst-case setup and hold paths | 0 | ns |
| Antenna violations before repair | 0 | - |
| Type of the setup path with the least slack | flop to flop | - |
| Count of endpoints without a timing constraint | 61 | - |
| Max-slew headroom at the worst pin | 44.0 | % |
| Number of detailed-route iterations in the first pass | 4 | - |
| Routability-driven placement congestion ratio | 0.823 | - |
| Met2 routed wirelength | 1760 | um |
| Number of cells traversed by the worst register-to-register path | 1 | - |
| Unrepaired setup endpoints after global routing | false | - |
| Number of vias in the routed layout | 1937 | - |
| Average wire per standard cell | 10.5 | um |
| Data arrival at the endpoint of the critical path | 0.34 | ns |
| Number of warning messages in the logs | 47 | - |
| Largest stage delay, worst path | 0.30 | ns |
| Highest routing layer actually used | met3 | - |
| Fraction of the cycle the final worst path needs | 30.2 | % |
| Hpwl dp | 3110 | um |
| Final standard cell count with taps included and fillers excluded | 399 | - |
| Met3 Routed Length | 27 | um |
| Remaining number of nets flagged by the antenna check after routing | 0 | - |
| Number of buffers added to fix hold violations after cts | 0 | - |
| Unique cell types | 50 | - |
| Worst R2R Start | clk | - |
| Share of final-layout standard cells stronger than drive strength 1 | 3.96 | % |
| Initial detailed-routing violation count | 88 | - |
| Final worst path period need | 0.452 | ns |
| Required @ worst endpoint | 1.39 | ns |
| Number of setup buffers added after CTS | 0 | - |
| Synth async-reset ratio | 0 | % |
| Flop and latch count out of synthesis | 52 | - |
| Die X | 86.6 | um |
| Clock latency on the worst-skew pair | 0 | ns |
| Slowest library cell on the worst path | dfxtp_1 | - |
| Worst hold slack | 0.363 | ns |
| Average instance area after synthesis | 9.27 | sq um |
| Initial Util | 41.7 | % |
| Area of the mapped netlist | 2870 | sq um |
| Commonest flop | dfxtp_1 | - |
| Metal-1 WL | 2410 | um |
| # resized after CTS | 0 | - |
| R2R setup slack | 1.05 | ns |
| Wire length reported by the detailed router | 4190 | um |
| Kind of cell adding the most delay to the critical path | flip-flops | - |
| Number of cell instances after yosys synthesis | 309 | - |
| Via count of the first global-routing pass | 1778 | - |
| Wire length of the first global-routing pass | 7540 | um |
| Yosys stat area | 2870 | sq um |
| Power per unit of standard cell area | 9.19 | nW/um^2 |
| Worst slack after detailed placement | 1.05 | ns |
| Area of the multi-input gates | 1610 | sq um |
| Residual DRC count | 0 | - |
| Number of cells produced by synthesis | 309 | - |
| Number of synthesized flops with an enable pin | 9 | - |
| Final Hold Fails | 0 | - |
| Max-Cap Viols | 0 | - |
| Maximum clock skew at final layout | 0 | ns |
| Transition time of the tightest slew-check pin | 0.836 | ns |
| Final slew viol count | 0 | - |
| Portion of the post-synthesis area used by sequential elements | 39.5 | % |
| Via-per-instance ratio | 4.85 | - |
| Number of setup violations in the final report | 0 | - |
| Largest net degree at the start of global routing | 52 | - |
| Vertical die size | 86.6 | um |
| Cell Chain, Critical Path | inv_1 | - |
| Cell total after placement | 399 | - |
| Terminating pin of the worst hold path | clk | - |
| Worst-path maximum fanout | 2 | - |
| GRT Total Usage | 12.2 | % |
| Register pins left without a clock | 51 | - |
| Worst min-delay path category | flop to flop | - |
| Final-layout fill cell count | 673 | - |
| Relative area change from synthesis to final layout | 3.10 | % |
| Fmax | 2210 | MHz |
| Warnings from Yosys | 4 | - |
| Max VDD drop | 0.0000251 | V |
| Kind of end point of the critical path | flop | - |
| Hold Startpoint | clk | - |
| Count of pins on the block boundary | 2 | - |
| Number of buffers inserted by port buffering | 1 | - |
| Worst Hold Path Cells | 1 | - |
| Worst reg2reg endpoint | clk | - |
| Grt total ovfl | 0 | - |
| Static leakage | 1.11 | nW |
| Category of the worst setup path launch point | flop | - |
==> kinds of logic after synthesis <==
kind of cell / share of synthesized area [%]
flops: 39.5
fa+ha+maj: 11.4
mux: 2.49
xor+xnor: 11.6
buf+inv: 4.19
compound gates: 12.5
simple gates: 18.4
==> metrics by stage <==
step,utilization (%),instance area [sq um],total power [mW]
after detailed placement,43.0,2950,0.0271
after floorplan,-,2870,0.0271
after global routing,43.0,2950,0.0271
after CTS,43.0,2950,0.0271
after global placement,43.0,2950,0.0271
final,43.0,2950,0.0271
==> layer usage <==
| metal | vias up | global-route usage, % |
|---|---|---|
| met3 | 0 | 0 |
| met2 | 13 | 19.8 |
| met5 | - | 0 |
| li1 | 1057 | - |
| met1 | 867 | 20.1 |
| met4 | 0 | 0 |
==> sequential cells by signal, indices dropped and copies added (netlist names) <==
| signal | count |
|---|---|
| speaker | 1 |
| counter_note | 9 |
| ROM.note | 5 |
| clk | 1 |
| counter_octave | 8 |
| tone | 28 |
==> report_power, final <==
part	switching, mW	total (mW)	leakage, nW	internal [mW]
combinational	0	0.000000658	0.658	0
sequential	0	0.0271	0.449	0.0271
clock	0	0	0	0
==> area by class of cell <==
| type | count | area share [%] |
|---|---|---|
| flip-flops and latches | 52 | 38.3 |
| well taps | 96 | 4.07 |
| inverters | 19 | 2.41 |
| repair buffers | 2 | 0.593 |
| multi-input cells | 230 | 54.6 |
==> how the worst max path moves through the flow <==
stage / to / start / depth (start not counted)
4_1_cts: clk / clk / 1
5_1_grt: clk / clk / 1
6_report: clk / clk / 1
==> Yosys cell counts (2+ instances only) <==
| cell type | n | area share (%) |
|---|---|---|
| nand2_1 | 29 | 3.8 |
| nand3_1 | 14 | 2.4 |
| mux2i_1 | 6 | 2.1 |
| nand4_1 | 3 | 0.66 |
| a21oi_1 | 15 | 2.6 |
| or3_1 | 3 | 0.66 |
| a21o_1 | 2 | 0.52 |
| a31o_2 | 3 | 0.92 |
| ha_1 | 26 | 11 |
| inv_1 | 19 | 2.5 |
| o211ai_1 | 5 | 1.3 |
| edfxtp_1 | 9 | 9.4 |
| o21ai_0 | 11 | 1.9 |
| nand3b_1 | 4 | 1.0 |
| o21a_1 | 2 | 0.52 |
| buf_2 | 4 | 0.70 |
| xnor2_1 | 26 | 7.9 |
| xor2_1 | 12 | 3.7 |
| and4_1 | 2 | 0.61 |
| a221o_1 | 2 | 0.70 |
| nor2b_1 | 3 | 0.66 |
| a22oi_1 | 2 | 0.52 |
| nor2_1 | 31 | 4.1 |
| a211oi_1 | 2 | 0.52 |
| nor3_1 | 5 | 0.87 |
| o31ai_1 | 2 | 0.52 |
| a221oi_1 | 2 | 0.61 |
| dfxtp_1 | 43 | 30 |
==> cells in the final DEF (no fill, tap or decap), drive strengths merged, types with 5 or more instances in the layout <==
master	n
mux2i	6
xor2	12
o21ai	11
xnor2	26
nand2	29
nor2	31
inv	19
nand3	14
o211ai	5
ha	26
a21oi	15
nor3	6
dfxtp	43
edfxtp	9
No activity file was given, so power comes from the tool's default toggle rates.
